==> /design/flow/design.v <==
`timescale 1ns / 1ps
module spi_16(
	input wire sclk,
	input wire reset,
	input wire [15:0] data_in,
	input wire valid,
	output reg mosi,
	output reg cs_n
    );
    reg [15:0] spi_data;       
    reg [5:0] bit_counter;     
    reg [7:0] state;           
    integer i;
	always @(posedge sclk or posedge reset) begin
		if (reset) begin
			state <= 0;
			cs_n <= 1;
			mosi <= 0;
			bit_counter <= 0;
			spi_data <= 16'b0;
		end else begin
			case (state)
				0: begin
					cs_n <= 1;
					if(valid) begin
						state <=1;
					end
				end
				1: begin
					cs_n <= 0;
					spi_data <= data_in;
					bit_counter <= 0;
					state <= 2;
				end
				2: begin
					if (bit_counter < 16) begin
						mosi <= spi_data[15];
						spi_data <= {spi_data[14:0],1'b0};
						bit_counter <= bit_counter +1;
					end else if (valid) begin
						cs_n <= 1;
						state <= 1;
					end else begin
						cs_n <= 1;
						state <= 0;
					end
				end
				default: begin
					state <= 0;
				end	
			endcase
		end	
	end
endmodule
==> /design/flow/run.sh <==
#!/bin/bash
# OpenROAD 26Q1-2900-gdf79404cd8, Yosys 0.63+post, stock flow scripts
make -C /OpenROAD-flow-scripts/flow DESIGN_CONFIG=/design/flow/config.mk WORK_HOME=/design/flow/orfs finish
==> /design/flow/config.mk <==
export PLATFORM = sky130hd
export DESIGN_NAME = spi_16
export DESIGN_NICKNAME = spi_16
export VERILOG_FILES = /design/flow/design.v
export SDC_FILE = /design/flow/constraint.sdc
export NUM_CORES = 4
export LEC_CHECK = 1
export CORE_AREA = 10 10 97 97
export DIE_AREA = 0 0 107 107
==> /design/flow/constraint.sdc <==
current_design spi_16

set clk_period 3.5
set clk_io_pct 0.2

create_clock -name clk0 -period $clk_period [get_ports {sclk}]

set non_clock_inputs [all_inputs -no_clocks]
set_input_delay [expr $clk_period * $clk_io_pct] -clock clk0 $non_clock_inputs
set_output_delay [expr $clk_period * $clk_io_pct] -clock clk0 [all_outputs]
==> run notes <==
Status of the implementation.

- The CTS tree is built, for reference.
- After synthesis the cells add up to 1240 µm².
- The critical path goes through clkdlybuf4s50_1.
- The die area is 11400 µm², for reference.
- The violation tally recorded at the end of detailed-routing iteration 0 is 44.
- Post-CTS repair changed the size of 0 cells.
- The total wire length is 2.76 mm, for reference.
- For reference, the top cells by area after synthesis are sky130_fd_sc_hd__dfrtp_1, sky130_fd_sc_hd__mux2i_1, sky130_fd_sc_hd__a21oi_1.
- For reference, the top cells by count after synthesis are sky130_fd_sc_hd__dfrtp_1, sky130_fd_sc_hd__mux2i_1, sky130_fd_sc_hd__a21oi_1, sky130_fd_sc_hd__nor3_1, sky130_fd_sc_hd__nand2_1.
- The delay of the slowest cell on the worst path is 0.56 ns, for reference.
- Global routing finished with a remaining overflow of 0.
- The async set or reset register ratio after synthesis is 100%, for reference.
- Before antenna repair, the detailed router went through 4 iterations.
- The number of synthesized flops with an enable pin is 0, for reference.
- The DRC violation count after routing is 0, for reference.
- From bottom edge to top edge, the die measures 107 µm.
- The region available for standard cell placement spans 7290 µm².
- The post-CTS setup repair buffer count is 0, for reference.
- The share of the cycle needed by the critical path after routing is 57.0%, for reference.
- The final RePlAce weighted congestion is 0.840, for reference.
- Setup repair after global routing left no endpoint under its margin.
- For this block, the via count after detailed routing is 911.
- The number of nets with antenna violations after routing is 0, for reference.
- The share of total power dissipated in sequential elements is 48.5%.
- The cell count after synthesis came out at 116.
- In this run the VDD rail shows a maximum IR drop of 0.224 mV.
- The number of cell instances after yosys synthesis is 116, for reference.
- The flow ran to the end, and the final reports show no timing, DRC or antenna violations.
- The relative slew slack is 50.1%, for reference.
- The clock reaches the later pin of the worst-skew pair after 0.27 ns.
- The maximum net fanout on the critical path is 3, for reference.
- The shortest period the worst path allows is 2.00 ns, for reference.
- The yosys stat chip area is 1240 µm², for reference.
- In this run switching power makes up 34.3% of total power.
- The buffer_ports step reported a buffer count of 20.
- The I/O pin total is 21, for reference.
- Entering global routing, the biggest net connects 20 pins.
- The synthesis-to-layout area growth is 28.1%, for reference.
- Antenna repair during routing inserted a diode count of 0.
- The internal portion of the total power is 734 µW.
- The maximum level of the CTS H-tree is 1, for reference.
- After detailed routing, the average wire length per cell comes to 11.8 µm.
- Global routing used 5.10% of the available tracks.
- Counting flops and latches in the post-synthesis netlist gives 27.
- The share of the synthesized area in the top cell type is 50.3%, for reference.
- The number of synthesis warnings is 1, for reference.
- The maximum achievable frequency is 501 MHz, for reference.
- For flop-to-flop paths, the worst setup slack is 1.66 ns.
- The transition time at the pin with the least slew margin is 0.745 ns, for reference.
- By instance count, the leading cell after synthesis is sky130_fd_sc_hd__dfrtp_1.
- The cell area reported after detailed placement is 1550 µm², for reference.
- Looking at the clock tree report, the maximum root-to-sink buffer count equals 2.
- CTS added clock buffers totalling 3.
- The stage logs contain a warning count of 25.
- The worst-case clock skew is 0.00388 ns, for reference.
- The required time at the endpoint of the critical path is 2.80 ns, for reference.
- The number of clock sinks is 27, for reference.
- The power per standard cell area is 700 nW/µm², for reference.
- The buffer and inverter count on the worst path is 1, for reference.
- The final timing report lists a max-slew violation count of 0.
- Summed over all nets, the half-perimeter wirelength after detailed placement is 2.08 mm.
- Per the OpenROAD power report, switching power amounts to 383 µW.
- The initial utilization of the core area, before any placement, comes to 17.1%.
- The number of buffers inserted for hold repair after clock tree synthesis is 0, for reference.
- The worst setup path is launched from a flop.
- The horizontal die dimension reported for this design is 107 µm.
- The first global-routing pass estimated 4.83 mm of wire.
- Cells with a size suffix above 1 make up 9.56% of the layout.
- The largest area contributor in the synthesized netlist is sky130_fd_sc_hd__dfrtp_1, for reference.
- Setup violations remaining at the end of the flow were counted as 0.
- The initial antenna violation count was 0.
- The number of hold violations in the final report is 0, for reference.
- The worst setup path is of the flop to output pin kind.
- The vias per cell is 3.88, for reference.
- The max-cap violation count is 0, for reference.
- The total negative setup slack is 0 ns, for reference.
- The clock root buffer is sky130_fd_sc_hd__clkbuf_8, for reference.
- The endpoint arrival time on the critical path is 1.30 ns, for reference.
- The initialized floorplan defines 31 standard-cell rows.
- The finished cells cover 1600 µm².
- A synthesized cell averages 10.7 µm².
- The clock edge transition at the registers on the reported setup and hold paths is 0.09 ns, for reference.
- The worst setup path is captured at an output pin.
- The top cell family by delay on the critical path is flip-flops, for reference.
- The number of distinct library cells after synthesis is 26, for reference.
- The fraction of power consumed by combinational cells is 35.8%, for reference.
- The number of global-route vias before repair is 943.
- In this run, the clock network consumes 15.7% of the power.
- The most used flip-flop cell after synthesis is sky130_fd_sc_hd__dfrtp_1, for reference.
- The sequential share of the synthesized area is 54.5%, for reference.
- The worst hold path class is flop to flop, for reference.
- The timing report shows that the slowest cell on the worst path is sky130_fd_sc_hd__dfstp_2.
- The analysis attributes to cell leakage a power of 0.000645 µW.
## stage by stage
step | util [%] | hold slack (ns) | power, µW | std cells | setup slack (ns)
6_report | 21.9 | 0.481 | 1120 | 235 | 1.50
5_1_grt | 21.9 | 0.535 | 1220 | 235 | 1.46
4_1_cts | 21.9 | 0.488 | 1130 | 235 | 1.48
3_5_place_dp | 21.3 | 0.458 | 952 | 231 | 1.70
3_3_place_gp | 21.3 | 0.467 | 948 | 231 | 1.71
2_1_floorplan | - | 0.421 | 842 | 116 | 2.12
## per-layer routing
layer / routed length, µm / GRT usage [%] / part of all wire, %
met3: 114 / 1.64 / 4.1
met5: 0 / 0 / 0
met4: 0 / 0.387 / 0
met1: 1190 / 6.71 / 43
met2: 1460 / 8.38 / 53
## layout make-up
class | count | area, µm²
sequential | 27 | 678
tap | 99 | 124
inverter | 1 | 3.75
fill | 822 | 5700
clock buffer | 4 | 45.0
timing repair buffer | 24 | 230
multi-input combinational | 80 | 514
## kinds of logic after synthesis
group                      Yosys count  synth area share (%)
adders and majority gates            1                  1.00
and+or+nand+nor                     42                  17.0
DFF                                 27                  54.5
AOI/OAI and AO/OA                   19                  8.44
buffers and inverters                9                  4.22
muxes                               18                  14.9
## registers in the layout, indices dropped and copies added (netlist names)
register,flops
state,3
spi_data,16
mosi,1
bit_counter,6
cs_n,1
## placed cells by master (no fill, tap or decap)
master / Yosys / layout
sky130_fd_sc_hd__a21oi_1: 16 / 16
sky130_fd_sc_hd__a41oi_1: 1 / 1
sky130_fd_sc_hd__and2_1: 1 / 1
sky130_fd_sc_hd__buf_4: 2 / 4
sky130_fd_sc_hd__clkbuf_1: 1 / 1
sky130_fd_sc_hd__clkbuf_8: 0 / 3
sky130_fd_sc_hd__clkdlybuf4s50_1: 0 / 20
sky130_fd_sc_hd__dfrtp_1: 25 / 25
sky130_fd_sc_hd__dfstp_2: 2 / 2
sky130_fd_sc_hd__ha_1: 1 / 1
sky130_fd_sc_hd__inv_1: 1 / 1
sky130_fd_sc_hd__mux2_4: 1 / 1
sky130_fd_sc_hd__mux2i_1: 17 / 17
sky130_fd_sc_hd__nand2_1: 11 / 11
sky130_fd_sc_hd__nand2b_1: 2 / 2
sky130_fd_sc_hd__nand3_1: 3 / 3
sky130_fd_sc_hd__nand4_1: 1 / 1
sky130_fd_sc_hd__nor2_1: 4 / 4
sky130_fd_sc_hd__nor2b_1: 2 / 2
sky130_fd_sc_hd__nor3_1: 15 / 15
sky130_fd_sc_hd__nor3b_2: 1 / 1
sky130_fd_sc_hd__o21ai_0: 1 / 1
sky130_fd_sc_hd__o221a_2: 1 / 1
sky130_fd_sc_hd__or2_2: 1 / 1
sky130_fd_sc_hd__or3b_1: 1 / 1
## final timing paths
check,cells after the start,start,endpoint
setup / recovery,1,cs_n,cs_n
hold / removal,2,spi_data[15],mosi
setup reg to reg,3,state[1],spi_data[4]
hold reg to reg,2,spi_data[15],mosi
max in group asynchronous,3,reset,state[0]
min in group asynchronous,2,reset,spi_data[4]
## power by group through the flow
stage / Sequential, µW / Clock, µW / Combinational (µW)
finish: 541 / 176 / 400
CTS: 543 / 182 / 406
global route: 560 / 196 / 460
Power and IR drop assume default switching activity.
