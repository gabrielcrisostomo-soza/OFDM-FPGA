--- constraint.sdc ---
current_design qam_mapper

set clk_period 6.1
set clk_io_pct 0.2

create_clock -name clk0 -period $clk_period [get_ports {aclk}]

set non_clock_inputs [all_inputs -no_clocks]
set_input_delay [expr $clk_period * $clk_io_pct] -clock clk0 $non_clock_inputs
set_output_delay [expr $clk_period * $clk_io_pct] -clock clk0 [all_outputs]
--- design.v ---
`timescale 1ns / 1ps
module qam_mapper #(
	parameter B = 8
)(
	input	wire				aclk,
	input	wire				reset,
	input wire	[7:0]		carrier_control,
	input	wire	[B-1: 0]	s_data_in,
	input	wire				s_dvalid,
	output reg				s_dready,
	output reg	[31: 0]	m_data_out,
	input	wire				m_dready,
	output reg				m_dvalid,
	output reg				m_dlast
	);
	parameter	N				= 8;   
	localparam	FFT_INPUTS	= 2*N; 
	parameter	M				= 16;
	parameter	LOG2M			= 4;
	parameter	FLIP			= 4'b0010;
	parameter	CP_LEN		= 0;	 
	parameter	DATA_HOLD	= 4;
	localparam	MAX_ITER		= 2*B/LOG2M;
	localparam	DELAY			= 2*(B/LOG2M)-2;
	localparam	CP_GUARD		= DELAY + ((FFT_INPUTS + CP_LEN)	- ((2*B/LOG2M + (B%LOG2M!=0))*(LOG2M*N/B) ));
	reg			[(LOG2M-1) : 0]	qam_symbol	[(FFT_INPUTS-1) : 0];
	reg			[8 : 0]				load_count;
	reg			[5 : 0]				delay_c;
	reg			[7 : 0]				cp_padding;	
	reg			[2*B-1: 0]			carry_over;
	reg			[5 : 0]				co_count;  
	reg									load_check;
	reg									fft_valid;
	reg			[9:0]					m_symbol_index;
	reg signed	[15: 0]				qam_real		[(M-1) : 0];
	reg signed	[15: 0]				qam_imag		[(M-1) : 0];
	initial begin
		qam_real[0]  = -32736; qam_imag[0]  = -32736;  
		qam_real[1]  = -32736; qam_imag[1]  = -10803;  
		qam_real[2]  = -32736; qam_imag[2]  =  32736;  
		qam_real[3]  = -32736; qam_imag[3]  =  10803;  
		qam_real[4]  = -10803; qam_imag[4]  = -32736;  
		qam_real[5]  = -10803; qam_imag[5]  = -10803;  
		qam_real[6]  = -10803; qam_imag[6]  =  32736;  
		qam_real[7]  = -10803; qam_imag[7]  =  10803;  
		qam_real[8]  =  32736; qam_imag[8]  = -32736;  
		qam_real[9]  =  32736; qam_imag[9]  = -10803;  
		qam_real[10] =  32736; qam_imag[10] =  32736;  
		qam_real[11] =  32736; qam_imag[11] =  10803;  
		qam_real[12] =  10803; qam_imag[12] = -32736;  
		qam_real[13] =  10803; qam_imag[13] = -10803;  
		qam_real[14] =  10803; qam_imag[14] =  32736;  
		qam_real[15] =  10803; qam_imag[15] =  10803;  
	end	
	integer i;
	integer j;
	always @(posedge aclk or posedge reset) begin		 
		if (reset) begin
			load_count		<=	0;
			fft_valid 		<= 0;
			s_dready			<= 1;
			delay_c			<= 0;
			co_count			<= 0;
			carry_over		<= 0;
			load_check		<= 0;
		end else begin
			case({s_dready, s_dvalid})
				2'b11: begin			 
					load_check <= 1;
					if (load_count <  N -((B+co_count)/LOG2M)) begin
						qam_symbol[load_count] <= (M-1) & ( (carry_over<<(LOG2M-co_count)) | (s_data_in>>(B-LOG2M+co_count)) );
						for (i = 1; i < MAX_ITER; i = i+1) begin
							if ( (B+co_count) >= (i+1)*LOG2M ) begin
								qam_symbol[load_count+i] = (M-1) & (s_data_in >> ((B+co_count) - (i+1)*(LOG2M))); 
							end  
						end
						co_count <= (B+co_count) - ((B+co_count)/LOG2M)*LOG2M;
						carry_over <= s_data_in & ((1'b1 << ((B+co_count) - ((B+co_count)/LOG2M)*LOG2M)) -1);
						load_count <= load_count + (B+co_count)/LOG2M;
						delay_c <= DELAY;
					end else begin 
						qam_symbol[load_count] <= (M-1) & ( (carry_over<<(LOG2M-co_count)) | (s_data_in>>(B-LOG2M+co_count)) );
						qam_symbol[FFT_INPUTS-load_count] <= FLIP ^((M-1) & ( (carry_over<<(LOG2M-co_count)) | (s_data_in>>(B-LOG2M+co_count)) ));
						for (i = 1; i < MAX_ITER; i = i+1) begin
							if ( (B+co_count) >= (i+1)*LOG2M ) begin
								qam_symbol[load_count+i] = (M-1) & (s_data_in >> ((B+co_count) - (i+1)*(LOG2M)));
								qam_symbol[FFT_INPUTS-(load_count+1)] = FLIP^((M-1) & (s_data_in >> ((B+co_count) - (i+1)*(LOG2M))));
							end  
						end
						for (j=0;j<N;j=j+1) begin
							qam_symbol[N+j] = FLIP^qam_symbol[N-j];
						end
						co_count <= (B+co_count) - ((B+co_count)/LOG2M)*LOG2M;
						carry_over <= s_data_in & ((1'b1 << ((B+co_count) - ((B+co_count)/LOG2M)*LOG2M)) -1);
						load_count <= 0;
						load_check <= 0;
						delay_c <= DELAY; 		
					end
					s_dready <= 0;
				end
				2'b00, 2'b01: begin	 
					delay_c <= delay_c -1;
					s_dready <= delay_c == 0;
					if ((load_count>= N/2) && (delay_c == 0)) begin
						fft_valid <= 1;
					end else if(m_symbol_index == FFT_INPUTS -1) begin
						fft_valid <= (CP_LEN > 0)? 0 : load_check;
					end
				end
				2'b10: begin			 
					load_check <= 0;
				end
			endcase
		end
	end
	always @(posedge aclk or posedge reset) begin
		if (reset) begin
			m_data_out <= 32'h00000000;
			m_dlast <= 0;
			m_dvalid <= 0;
			m_symbol_index	<=	0;
		end else if (fft_valid) begin
			m_dvalid <= 1;
			if ((m_symbol_index == 0)||(m_symbol_index == N)) begin  
				m_data_out <= 32'h00000000;
			end else if ( (m_symbol_index < N) && (1'b1 & (carrier_control >> m_symbol_index))) begin
				m_data_out <= {qam_real[qam_symbol[m_symbol_index]], qam_imag[qam_symbol[m_symbol_index]]};
			end else if  ((m_symbol_index > N) && (1'b1 & (carrier_control >> (FFT_INPUTS - m_symbol_index)))) begin
				m_data_out <= {qam_real[qam_symbol[m_symbol_index]], qam_imag[qam_symbol[m_symbol_index]]};
			end else if(m_symbol_index < FFT_INPUTS) begin	
				m_data_out <= 32'h00000000;
			end
			if (m_symbol_index == FFT_INPUTS -1) begin
				m_dlast <= 1;
				m_symbol_index <= 0;
			end else if (m_symbol_index < FFT_INPUTS) begin
				m_symbol_index <= m_symbol_index +1;
				m_dlast <= 0;
			end		
		end else begin
			m_dvalid <= 0;
			m_dlast <= 0;
		end
	end
endmodule
--- config.mk ---
export PLATFORM = sky130hd
export DESIGN_NAME = qam_mapper
export DESIGN_NICKNAME = qam_mapper
export VERILOG_FILES = /design/flow/design.v
export SDC_FILE = /design/flow/constraint.sdc
export NUM_CORES = 4
export LEC_CHECK = 1
export CORE_UTILIZATION = 50
--- run.sh ---
#!/bin/bash
# OpenROAD 26Q1-2900-gdf79404cd8, Yosys 0.63+post, stock flow scripts
make -C /OpenROAD-flow-scripts/flow DESIGN_CONFIG=/design/flow/config.mk WORK_HOME=/design/flow/orfs finish
==> impl_metrics.yaml <==
# yosys + openroad results
flow_run:
  max_cap_violations: 0
  log.warning_count: 44
global_route:
  grt_antenna_before_repair: 0
  gr-usage-met2: 0.405
  grt_start_max_net_pins: 48
  grt_pass1_vias: 6723
  met1_usage: 0.469
  groute.usage.overall: 0.305
  grt.busiest_layer: "met1"
  grt_overflow: 0
  groute.layer.met3.usage: 0.138
  grt_first_pass_wirelength_mm: 39.1
yosys:
  postSynth.asyncResetShare: 0.407
  synth_largest_type_area_fraction: 0.230
  synthDominantAreaCellType: "sky130_fd_sc_hd__edfxtp_1"
  numSynthFlops: 108
  synthTopCellsByArea: "sky130_fd_sc_hd__edfxtp_1 23%, sky130_fd_sc_hd__dfrtp_1 13%, sky130_fd_sc_hd__mux2i_1 6.2%, sky130_fd_sc_hd__ha_1 4.0%, sky130_fd_sc_hd__a21oi_1 3.7%"
  yosys_synthesis_chip_area_sq_mm: 0.00836
  yosys-stat-cells: 881
  synth-main-ff-cell: "sky130_fd_sc_hd__edfxtp_1"
  ys_seq_share: 0.362
  synth_area_sq_mm: 0.00836
  syn-instance-count: 881
  synth-edff-count: 64
  average_cell_area_after_synthesis_sq_um: 9.48
  yosys_warnings: 2
  netlist-cell-type-count: 97
detailed_routing:
  routed_wire_length_per_instance_um: 22.8
  drt_wl_total_mm: 25.2
  final_antenna_net_count: 0
  drt_first_iter_violations: 774
  drc_errors: 0
  route.antenna.diode_count: 0
  dr.pass1.iters: 6
  via_per_inst: 6.62
  overall_via_count_from_detail_route: 7320
sta:
  post-route-period-util: 0.649
  timing.final.hold_violations: 0
  setup-tns-final_ns: 0
  finClkSkew_ns: 0.0101
  finalCriticalPeriod_ns: 3.96
  setup_repair_after_global_routing_missed_its_margin: "false"
  final.setup.worst_slack_ns: 2.14
  maxSlewViolCount: 0
  worst-slew-pin-transition_ns: 1.18
  report.final.setup_viol: 0
  relSlewSlack: 0.205
  max_freq_mhz: 253
worst_setup_path:
  path_cells: "buf_4, ha_1, buf_4, and3b_1, o21a_1, a311o_1, o311ai_0, a21oi_1, mux2_2"
  required_time_of_the_worst_setup_path_ns: 6.21
  criticalPathCategory: "register to register"
  path_common_cell: "sky130_fd_sc_hd__buf_4"
  logic_depth_of_the_worst_setup_path_including_buffers: 9
  end_kind: "register"
  timing.reg2reg.worst_path_depth: 9
  cp_data_arrival_time_ns: 4.06
  critical_path.top_delay_family: "AND-OR/OR-AND gates"
  cp_slowest_cell: "sky130_fd_sc_hd__a21oi_1"
  critical_path.n_buffers_inverters: 2
  critPathMaxFanout: 29
  kind_of_start_point_of_the_critical_path: "register"
  crit_path_max_incr_delay_ns: 0.59
floorplanning:
  top_level_ports: 55
  placementRows: 46
  chipWidth_um: 131
  die-height_um: 131
  placeableCoreArea_sq_mm: 0.0161
  die_area_sq_mm: 0.0172
  initial_utilization: 0.518
finish:
  syn_to_final_growth_pct: 9.12
  finish.instance_area_sq_mm: 0.00912
  drive_gt1_frac: 0.107
  layout.filler_cells: 1386
clock_tree:
  cts_tree: "yes"
  tritoncts_num_sinks: 108
  hold_buffers: 0
  cts_max_path_buffers: 2
  postCtsResizedCells: 0
  cts_max_level: 3
  clk_root_buffer_cell: "sky130_fd_sc_hd__clkbuf_16"
  cts.reportedPaths.clkPinSlew_ns: 0.07
  postCtsSetupRepairBufs: 0
  clock_insertion_delay_worst_skew_ns: 0.36
  cts_buf_count: 9
placed_design:
  pre_cts_slack_ns: 2.31
  gp_congestion: 0.953
  buffer_ports.inserted: 49
  postPlaceCellArea_sq_mm: 0.00885
  place_hpwl_mm: 17.8
power_and_ir_drop:
  max-vdd-ir-drop_v: 0.000352
  cellPowerDensity_mw_per_mm2: 592
  static-leakage-power_nw: 3.51
min_path:
  hold_path_cell_cnt: 0
  kind_of_path_behind_the_tightest_hold_check: "register to register"
outcome:
  outcome: "completed"
[path summary, 6_finish.rpt]
check | from | end | slack (ns)
worst max-delay path | load_count[2] | qam_symbol[0][0] | 2.14
min in group asynchronous | reset | load_count[5] | 1.42
max in group asynchronous | reset | m_dlast | 4.29
worst min-delay path | m_symbol_index[6] | m_symbol_index[6] | 0.38
worst max register to register | load_count[2] | qam_symbol[0][0] | 2.14
worst min register to register | m_symbol_index[6] | m_symbol_index[6] | 0.38
[worst reg2reg max path: cells and delay by family, from the launching register on]
family	cells	cell delay [ns]
fa+ha+maj	1	0.22
compound gates	4	1.69
mux	1	0.40
buf+inv	2	0.58
flops	1	0.32
simple gates	1	0.50
[where the power goes]
group          leakage, nW  switching [mW]  total [mW]  internal [mW]
Sequential            1.15           0.131        1.16           1.03
Clock                0.130           0.284       0.564          0.280
Combinational         2.23            2.21        3.68           1.46
Total                 3.51            2.63        5.40           2.77
[cell type report]
class,instances,area (sq um),share of cell area
flip-flops and latches,108,3020,0.332
clock buffers,11,233,0.0255
inverters,29,109,0.0119
repair buffers,74,678,0.0744
clock inverters,5,36.3,0.00398
well taps,216,270,0.0296
multi-input cells,662,4770,0.523
[routing by layer]
layer | share of wire | vias up
li1 | - | 3377
met3 | 0.12 | 52
met1 | 0.43 | 3511
met2 | 0.42 | 380
met5 | 0 | -
met4 | 0.029 | 0
[synth_stat cells, types with 11 or more instances]
master and number:
sky130_fd_sc_hd__dfrtp_1 43, sky130_fd_sc_hd__buf_4 21, sky130_fd_sc_hd__o31ai_1 12, sky130_fd_sc_hd__o22ai_1 16, sky130_fd_sc_hd__mux2_2 17, sky130_fd_sc_hd__mux2i_1 52, sky130_fd_sc_hd__a22oi_1 20, sky130_fd_sc_hd__nor3_1 11
sky130_fd_sc_hd__nand3_1 37, sky130_fd_sc_hd__a21oi_1 61, sky130_fd_sc_hd__inv_1 26, sky130_fd_sc_hd__ha_1 27, sky130_fd_sc_hd__o211ai_1 13, sky130_fd_sc_hd__clkbuf_1 44, sky130_fd_sc_hd__nor2_1 49, sky130_fd_sc_hd__o21ai_0 57
sky130_fd_sc_hd__edfxtp_1 64, sky130_fd_sc_hd__a22o_1 21, sky130_fd_sc_hd__nand2_1 50
[sequential cells by signal, indices dropped and copies added, names as in the netlist]
register        cells
load_count          9
delay_c             6
qam_symbol         64
m_dvalid            1
load_check          1
m_dlast             1
m_data_out         14
fft_valid           1
s_dready            1
m_symbol_index     10
[cells by family after synthesis]
kind of cell	share of synthesized area
xor+xnor	0.0190
other cells	0.000899
simple gates	0.127
compound gates	0.271
flops	0.362
fa+ha+maj	0.0418
buf+inv	0.0725
mux	0.107
[stage by stage]
step,util,total power [mW],hold WS [ns],std cells
3_5_place_dp,0.549,4.75,0.366,1089
6_report,0.566,5.40,0.379,1105
5_1_grt,0.566,5.75,0.400,1105
3_3_place_gp,0.549,4.71,0.365,1089
2_1_floorplan,-,3.93,0.430,889
4_1_cts,0.566,5.32,0.384,1105
[placed cells by master, fill, tap and decap left out, types with 9 or more instances in the layout]
master,synthesis,final
sky130_fd_sc_hd__or3_1,10,10
sky130_fd_sc_hd__mux2i_1,52,52
sky130_fd_sc_hd__dfrtp_1,43,43
sky130_fd_sc_hd__o31ai_1,12,12
sky130_fd_sc_hd__a211oi_1,10,10
sky130_fd_sc_hd__clkdlybuf4s50_1,0,49
sky130_fd_sc_hd__o22ai_1,16,16
sky130_fd_sc_hd__edfxtp_1,64,64
sky130_fd_sc_hd__conb_1,2,10
sky130_fd_sc_hd__ha_1,27,27
sky130_fd_sc_hd__nand3_1,37,37
sky130_fd_sc_hd__buf_4,21,25
sky130_fd_sc_hd__clkbuf_16,0,9
sky130_fd_sc_hd__a22o_1,21,21
sky130_fd_sc_hd__inv_1,26,25
sky130_fd_sc_hd__nor3_1,11,11
sky130_fd_sc_hd__o211ai_1,13,13
sky130_fd_sc_hd__a22oi_1,20,20
sky130_fd_sc_hd__a21oi_1,61,61
sky130_fd_sc_hd__a21o_1,10,10
sky130_fd_sc_hd__nor2_1,49,48
sky130_fd_sc_hd__nand2_1,50,50
sky130_fd_sc_hd__mux2_2,17,17
sky130_fd_sc_hd__o21ai_0,57,57
Power is estimated from default activity; no workload was simulated.
