## /design/flow/config.mk

```make
export PLATFORM = sky130hd
export DESIGN_NAME = master_clk_divisor
export DESIGN_NICKNAME = master_clk_divisor
export VERILOG_FILES = /design/flow/design.v
export SDC_FILE = /design/flow/constraint.sdc
export NUM_CORES = 4
export LEC_CHECK = 1
export CORE_UTILIZATION = 30
```

## /design/flow/constraint.sdc

```tcl
current_design master_clk_divisor

set clk_period 4.4
set clk_io_pct 0.2

create_clock -name clk0 -period $clk_period [get_ports {clk_in}]

set non_clock_inputs [all_inputs -no_clocks]
set_input_delay [expr $clk_period * $clk_io_pct] -clock clk0 $non_clock_inputs
set_output_delay [expr $clk_period * $clk_io_pct] -clock clk0 [all_outputs]
```

## /design/flow/design.v

```verilog
`timescale 1ns / 1ps
module master_clk_divisor(
	input		wire	clk_in,
	input		wire	reset,
	output	reg	spi_sclk,	 
	output	reg	aclk			 
	);
	parameter a_div = 18*2;
	integer acounter = 0;
	always @(posedge clk_in or posedge reset) begin
		if (reset) begin
			acounter <= 0;
			aclk 		<= 0;
			spi_sclk <= 0;
		end else begin
			spi_sclk <= ~spi_sclk;	 
			if (acounter == (a_div/2) -1) begin
				aclk <= ~aclk;
				acounter <= 0;
			end else begin
				acounter <= acounter + 1;
			end
		end
	end
endmodule
```

## /design/flow/run.sh

```bash
#!/bin/bash
# OpenROAD 26Q1-2900-gdf79404cd8, Yosys 0.63+post, stock flow scripts
make -C /OpenROAD-flow-scripts/flow DESIGN_CONFIG=/design/flow/config.mk WORK_HOME=/design/flow/orfs finish
```

==> reports/metrics.yaml <==
fin_setup_tns_ps: 0
pwr-share-comb_pct: 1.4
grtUsageTotal_pct: 11.5
die.size.y_um: 74.9
ir_worst_vdd_v: 0.000203
syn-cell-area_um2: 1600
grt_pass1_vias: 1001
worstPathMaxFanout: 2
ctsResizeCount: 0
period_minus_slack_ps: 1990
r2r_cells: 4
clk_pin_slew_ps: 60
grt.overflow.total: 0
num_antenna_cells: 0
required_ps: 3520
die-area_um2: 5610
reg2reg_to: "acounter[22]$_DFF_PP0_"
worst_pin_slew_ps: 671
rows: 26
ios: 4
power_density_nw_per_um2: 297
relSlewSlack_pct: 54.9
core_area_um2: 5110
dieWidth_um: 74.9
cts_hold_buf: 0
syn_to_final_growth_pct: 11.9
antenna_found_initial: 0
wl_um: 2620
viasPerCell: 4.57
ff2ff_setup_slack_ps: 2650
clock_skew_ps: 2.51
ys_seq_share_pct: 53.3
grt_max_degree: 35
fin_crit_sh_pct: 45.2
area.sequential_um2: 851
hpwlAfterDp_um: 1730
drt_iter0_markers: 75
postLayoutSetupSlackWorst_ps: 2410
p_seq_share_pct: 59.1
hold_viol_final: 0
gp_congestion: 0.842
tool_warnings: 26
dpl_worst_slack_ps: 2690
path_buffers: 1
yosysCellCount: 140
switching_share_pct: 20.1
crit_start: "aclk$_DFFE_PP0N_"
worstSetupEndpointType: "output port"
ys_ff: 34
grt_pass1_wl_um: 4820
vias: 1006
syn-instance-count: 140
crit_cells: 1
clk_latency_ps: 280
max_cap_viol_count: 0
rr_startpoint: "acounter[9]$_DFF_PP0_"
rsz0062_at_grt: "no"
cpMaxStageDelayCell: "clkdlybuf4s50_1"
final-comb-area_um2: 714
crit_family: "buffers and inverters"
crit_type: "register to output port"
drive_gt1_share_pct: 9.33
cts-buffers-inserted: 5
cp.arrival_ps: 1110
synth_cell_type_count: 23
ys_chip_area_um2: 1600
portBuffers: 3
max_freq_ghz: 0.503
drt_first_pass_iters: 4
slew_viol_final: 0
crit_path_cell_trace: "clkdlybuf4s50_1"
postSynthAreaPerCell_um2: 11.4
p_int_mw: 0.423
drtAntennaViolNets: 0
initial_core_util_pct: 31.2
critical_path.max_stage_delay_ps: 470
post_cts_buffers: 0
hp-class: "register to register"
crit_path_start_kind: "register"
cts_buffer_depth: 2
setup_viol: 0
clock-sinks: 34
run_status: "finished, final reports clean"
wire_per_inst_um: 11.9
route.detailed.drc: 0
power_frac_clock_pct: 39.6
switchingPower_mw: 0.107
cts_tree: "yes"
p_leak_nw: 0.792
endpoint: "aclk"
clockRootBuffer: "clkbuf_8"
htreeDepth: 2
synth_warnings: 1
fill_cells: 500
## state kept, by name, summed over array words and instances, names as in the netlist
signal,cells
acounter,32
aclk,1
spi_sclk,1
## area by class of cell
class | count | area share (%)
well taps | 70 | 4.91
inverters | 5 | 1.05
flip-flops and latches | 34 | 47.7
repair buffers | 4 | 2.10
clock buffers | 7 | 4.27
multi-input cells | 100 | 40.0
## metrics by stage
| stage | hold WS [ps] | instance area [µm²] | utilization (%) | cells | power [mW] |
|---|---|---|---|---|---|
| detailed placement | 415 | 1710 | 33.5 | 213 | 0.326 |
| CTS | 424 | 1790 | 35.0 | 220 | 0.538 |
| global placement | 409 | 1710 | 33.5 | 213 | 0.326 |
| floorplan | 370 | 1600 | - | 140 | 0.323 |
| finish | 419 | 1790 | 35.0 | 220 | 0.529 |
| global route | 443 | 1790 | 35.0 | 220 | 0.553 |
## layout by cell type, fill, tap and decap left out, drive strengths merged
| cell | instances |
|---|---|
| nor4 | 7 |
| nand2 | 9 |
| nor3 | 5 |
| and3 | 4 |
| clkbuf | 7 |
| xnor2 | 23 |
| nor2 | 10 |
| nand3 | 12 |
| and2 | 1 |
| nand4 | 15 |
| ha | 2 |
| dfrtp | 34 |
| buf | 1 |
| and4 | 3 |
| nor4bb | 1 |
| clkdlybuf4s50 | 3 |
| xor2 | 8 |
| inv | 5 |
## per-layer routing
| metal | GRT usage [%] | wire length [µm] | vias up |
|---|---|---|---|
| met5 | 0 | 0 | - |
| met4 | 1.68 | 42 | 0 |
| met3 | 3.12 | 100 | 7 |
| met2 | 15.7 | 1070 | 16 |
| met1 | 19.2 | 1400 | 472 |
| li1 | - | - | 511 |
## power by group through the flow
stage | combinational (mW) | clock, mW | sequential, mW
finish | 0.00733 | 0.209 | 0.313
global route | 0.00894 | 0.232 | 0.312
CTS | 0.00792 | 0.217 | 0.313
## Yosys cell counts
cell,instances,area [µm²]
buf_6,1,11.3
and4_1,1,8.76
nand3_1,12,60.1
xnor2_1,23,201
nand4_2,1,12.5
xor2_1,8,70.1
nor4bb_1,1,10.0
nand4_4,1,21.3
nor3_4,1,16.3
and3_2,1,7.51
and4_2,2,20.0
nor3_1,3,15.0
nor4_1,6,37.5
nor3_2,1,10.0
and2_1,1,6.26
inv_1,5,18.8
ha_1,2,25.0
nor4_4,1,21.3
nand4_1,13,81.3
nor2_1,10,37.5
nand2_1,9,33.8
and3_1,3,18.8
dfrtp_1,34,851
## cells by family (layout without fill, tap and decap cells)
kind of cell,Yosys count,count (layout),share of synthesized area (%)
AND/OR/NAND/NOR,67,67,26.2
buffers and inverters,6,16,1.88
flip-flops,34,34,53.3
XOR/XNOR,31,31,17.0
adder cells (fa/ha/maj),2,2,1.57
## worst min-delay path by stage
stage | startpoint | end | slack [ps] | depth (start not counted)
final | spi_sclk$_DFF_PP0_ | spi_sclk$_DFF_PP0_ | 420 | 1
after global routing | spi_sclk$_DFF_PP0_ | spi_sclk$_DFF_PP0_ | 440 | 1
after CTS | spi_sclk$_DFF_PP0_ | spi_sclk$_DFF_PP0_ | 420 | 1
Power figures rest on the tool's default switching activity, not on a simulated workload.
